===== flow/run.sh =====
#!/bin/bash
# OpenROAD 26Q1-2900-gdf79404cd8, Yosys 0.63+post, stock flow scripts
make -C /OpenROAD-flow-scripts/flow DESIGN_CONFIG=/design/flow/config.mk WORK_HOME=/design/flow/orfs finish

===== flow/config.mk =====
export PLATFORM = sky130hd
export DESIGN_NAME = inst_register
export DESIGN_NICKNAME = inst_register
export VERILOG_FILES = /design/flow/design.v
export SDC_FILE = /design/flow/constraint.sdc
export NUM_CORES = 4
export LEC_CHECK = 1
export CORE_UTILIZATION = 50

===== flow/constraint.sdc =====
current_design inst_register

set clk_period 1.0
set clk_io_pct 0.2

create_clock -name clk0 -period $clk_period [get_ports {clk}]

set non_clock_inputs [all_inputs -no_clocks]
set_input_delay [expr $clk_period * $clk_io_pct] -clock clk0 $non_clock_inputs
set_output_delay [expr $clk_period * $clk_io_pct] -clock clk0 [all_outputs]

===== flow/design.v =====
typedef enum bit [3:0] {
  ADD,
  SUB,
  AND,
  OR,
  XOR,
  SLT,
  SLTU,
  SLL,
  SRL,
  SRA,
  SRC1,
  SRC2
} alu_ctrl_t;
typedef enum bit [2:0] {
  ADD_OP,
  SUB_OP,
  SRC1_OP,   
  SRC2_OP,
  SLT_OP,   
  SLTU_OP,
  FUNCT_DEFINED
} alu_ops_t;
typedef enum bit [1:0] {
  PC,
  PC_OLD,
  RS1V
} alu_src1_sel_t;
typedef enum bit [1:0] {
  RS2V,
  IMM,
  PC_INC
} alu_src2_sel_t;
typedef enum bit [1:0] {
  GREATER,
  EQUAL,
  LESS
} alu_comp_t;
typedef enum bit {
  ADDR_PC,
  ADDR_RESULT
} mem_addr_sel_t;
typedef enum bit {
  FETCH_INST,
  MEM_FUNCT_DEFINED
} mem_funct3_sel_t;
typedef enum bit [1:0] {
  ALU_CLOCKED,
  MEM_RD,
  ALU_RESULT,
  ZERO
} result_sel_t;
typedef enum bit [2:0] {
  ITYPE,
  STYPE,
  BTYPE,
  UTYPE,
  JTYPE
} imm_ctrl_t;
typedef enum bit [2:0] {
  BEQ  = 3'b000,
  BNE  = 3'b001,
  BLT  = 3'b100,
  BGE  = 3'b101,
  BLTU = 3'b110,
  BGEU = 3'b111
} branch_funct3_t;
module inst_register (
    input logic clk,
    input logic [31:0] pc,
    input logic [31:0] mem_rd,
    input logic inst_en,
    output logic [31:0] inst,
    output logic [31:0] pc_old
);
  initial begin
    inst   = 0;
    pc_old = 0;
  end
  always_ff @(negedge clk) begin
    if (inst_en) begin
      inst   <= mem_rd;
      pc_old <= pc;
    end
  end
endmodule

==> GITHUB_STEP_SUMMARY <==
### Yosys + OpenROAD results

| Metric | Value |
|---|---|
| Register area share after synthesis | 99.81% |
| Die X | 64.06 um |
| Commonest flop | edfxtp_1 |
| Post-synth tally of flip-flops with integrated enable | 64 |
| Fail Step | detailed placement |
| Cell total in the yosys stat output | 65 |
| FFs w/ async S/R, synth | 0% |
| Ports | 130 |
| Dominant cell by count in the synthesized netlist | edfxtp_1 |
| Status | did not finish |
| Synth area leader | edfxtp_1 |
| Synth Warn # | 1 |
| Post-synth regs | 64 |
| Post-synth top area share | 99.81% |
| Num rows | 22 |
| Run Error | [ERROR DPL-0036] Detailed placement failed. |
| Gpl congestion | 0.7396 |
| Cells after Synth | 65 |
| FP Util | 52.20% |
| Synth area leaders | edfxtp_1, inv_1 |
| Buffers on Ports | 129 |
| Count of cell types in the netlist | 2 |
| Post-Syn Area | 1926 um^2 |
| Mapped Avg Cell Area | 29.62 um^2 |
| Die Ht | 64.06 um |
| Yosys stat area | 1926 um^2 |
| Top cells by count, synth | edfxtp_1, inv_1 |
## through the flow
step / setup WS [ps] / instances / power, mW / instance area [um^2] / TNS [ps]
after floorplan: 1.322 / 65 / 3.631 / 1926 / 0
after global placement: -488.3 / 244 / 4.328 / 3312 / -75240
## cells by family after synthesis
logic type / count (synthesis) / share of synthesized area, %
flops: 64 / 99.80
buf+inv: 1 / 0.1947
No activity file was given, so power comes from the tool's default toggle rates.
