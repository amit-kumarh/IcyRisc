==> design.v <==
typedef enum bit [3:0] {
  ADD,
  SUB,
  AND,
  OR,
  XOR,
  SLT,
  SLTU,
  SLL,
  SRL,
  SRA,
  SRC1,
  SRC2
} alu_ctrl_t;
typedef enum bit [2:0] {
  ADD_OP,
  SUB_OP,
  SRC1_OP,   
  SRC2_OP,
  SLT_OP,   
  SLTU_OP,
  FUNCT_DEFINED
} alu_ops_t;
typedef enum bit [1:0] {
  PC,
  PC_OLD,
  RS1V
} alu_src1_sel_t;
typedef enum bit [1:0] {
  RS2V,
  IMM,
  PC_INC
} alu_src2_sel_t;
typedef enum bit [1:0] {
  GREATER,
  EQUAL,
  LESS
} alu_comp_t;
typedef enum bit {
  ADDR_PC,
  ADDR_RESULT
} mem_addr_sel_t;
typedef enum bit {
  FETCH_INST,
  MEM_FUNCT_DEFINED
} mem_funct3_sel_t;
typedef enum bit [1:0] {
  ALU_CLOCKED,
  MEM_RD,
  ALU_RESULT,
  ZERO
} result_sel_t;
typedef enum bit [2:0] {
  ITYPE,
  STYPE,
  BTYPE,
  UTYPE,
  JTYPE
} imm_ctrl_t;
typedef enum bit [2:0] {
  BEQ  = 3'b000,
  BNE  = 3'b001,
  BLT  = 3'b100,
  BGE  = 3'b101,
  BLTU = 3'b110,
  BGEU = 3'b111
} branch_funct3_t;
module control (
    input logic reset,
    input logic clk,
    input logic [31:0] inst,
    input alu_comp_t alu_comp,
    output logic pc_en,
    output logic inst_en,
    output logic reg_wren,
    output logic mem_wren,
    output imm_ctrl_t imm_ctrl,
    output alu_ctrl_t alu_ctrl,
    output mem_addr_sel_t mem_addr_sel,
    output mem_funct3_sel_t mem_funct3_sel,
    output alu_src1_sel_t alu_src1_sel,
    output alu_src2_sel_t alu_src2_sel,
    output result_sel_t result_sel
);
  alu_ops_t alu_op;
  logic pc_update;
  logic branch;
  logic branch_ctrl;
  alu_decoder ad0 (
      .alu_op(alu_op),
      .funct3(inst[14:12]),
      .funct7_5(inst[30]),
      .op_5(inst[5]),
      .alu_ctrl(alu_ctrl)
  );
  imm_decoder id0 (
      .opcode  (inst[6:0]),
      .imm_ctrl(imm_ctrl)
  );
  fsm f0 (
      .reset(reset),
      .clk(clk),
      .funct3(inst[14:12]),
      .opcode(inst[6:0]),
      .branch(branch),
      .pc_update(pc_update),
      .inst_en(inst_en),
      .reg_wren(reg_wren),
      .mem_wren(mem_wren),
      .mem_addr_sel(mem_addr_sel),
      .mem_funct3_sel(mem_funct3_sel),
      .alu_src1_sel(alu_src1_sel),
      .alu_src2_sel(alu_src2_sel),
      .result_sel(result_sel),
      .alu_op(alu_op)
  );
  branch_decoder b0 (
      .branch  (branch),
      .funct3  (inst[14:12]),
      .alu_comp(alu_comp),
      .branch_ctrl(branch_ctrl)
  );
  assign pc_en = branch_ctrl || pc_update;
endmodule
module branch_decoder (
    input logic branch,
    input logic [2:0] funct3,
    input alu_comp_t alu_comp,
    output logic branch_ctrl
);
  logic branch_cond;
  always_comb begin
    branch_cond = 0;
    case (funct3)
      BEQ: branch_cond = alu_comp == EQUAL;
      BNE: branch_cond = alu_comp != EQUAL;
      BLT, BLTU: branch_cond = alu_comp == LESS;
      BGE, BGEU: branch_cond = alu_comp != LESS;
      default: ;
    endcase
  end
  assign branch_ctrl = branch && branch_cond;
endmodule
module alu_decoder (
    input alu_ops_t alu_op,
    input logic [2:0] funct3,
    input logic funct7_5,
    input logic op_5,
    output alu_ctrl_t alu_ctrl
);
  always_comb begin
    alu_ctrl = ADD;   
    case (alu_op)
      ADD_OP: begin
        alu_ctrl = ADD;
      end
      SUB_OP: begin
        alu_ctrl = SUB;
      end
      SRC1_OP: begin
        alu_ctrl = SRC1;
      end
      SRC2_OP: begin
        alu_ctrl = SRC2;
      end
      SLT_OP: begin
        alu_ctrl = SLT;
      end
      SLTU_OP: begin
        alu_ctrl = SLTU;
      end
      FUNCT_DEFINED: begin
        case (funct3)
          3'b000: begin
            if (op_5 & funct7_5) alu_ctrl = SUB;
            else alu_ctrl = ADD;
          end
          3'b001:  alu_ctrl = SLL;
          3'b010:  alu_ctrl = SLT;
          3'b011:  alu_ctrl = SLTU;
          3'b100:  alu_ctrl = XOR;
          3'b101: begin
            if (funct7_5) alu_ctrl = SRA;
            else alu_ctrl = SRL;
          end
          3'b110:  alu_ctrl = OR;
          3'b111:  alu_ctrl = AND;
          default: ;
        endcase
      end
      default: ;
    endcase
  end
endmodule
module imm_decoder (
    input logic [6:0] opcode,
    output imm_ctrl_t imm_ctrl
);
  always_comb begin
    imm_ctrl = ITYPE;
    case (opcode)
      19, 3, 103: imm_ctrl = ITYPE;
      7'd35: imm_ctrl = STYPE;
      99: imm_ctrl = BTYPE;
      55, 23: imm_ctrl = UTYPE;
      111: imm_ctrl = JTYPE;
      default: ;
    endcase
  end
endmodule
module fsm (
    input logic reset,
    input logic clk,
    input logic [2:0] funct3,
    input logic [6:0] opcode,
    output logic branch,
    output logic pc_update,
    output logic inst_en,
    output logic reg_wren,
    output logic mem_wren,
    output mem_addr_sel_t mem_addr_sel,
    output mem_funct3_sel_t mem_funct3_sel,
    output alu_src1_sel_t alu_src1_sel,
    output alu_src2_sel_t alu_src2_sel,
    output result_sel_t result_sel,
    output alu_ops_t alu_op
);
  typedef enum {
    FETCH,
    DECODE,
    MEM_ADDR,
    EXEC_R,
    EXEC_I,
    EXEC_LUI,
    MEM_READ,
    MEM_WRITE,
    MEM_WB,
    ALU_WB,
    BRANCH,
    JUMP,
    STORE_COOLDOWN
  } fsm_state_t;
  logic branch_n;
  logic pc_update_n;
  logic inst_en_n;
  logic reg_wren_n;
  logic mem_wren_n;
  mem_addr_sel_t mem_addr_sel_n;
  mem_funct3_sel_t mem_funct3_sel_n;
  alu_src1_sel_t alu_src1_sel_n;
  alu_src2_sel_t alu_src2_sel_n;
  result_sel_t result_sel_n;
  alu_ops_t alu_op_n;
  fsm_state_t state, next_state;
  always_ff @(posedge clk, negedge reset) begin
    if (!reset) begin
      state <= BRANCH;   
      next_state <= FETCH;
    end else state <= next_state;
  end
  always_comb begin
    next_state = FETCH;
    case (state)
      FETCH: next_state = DECODE;
      DECODE: begin
        case (opcode)
          51: next_state = EXEC_R;
          19: next_state = EXEC_I;
          23: next_state = ALU_WB;
          55: next_state = EXEC_LUI;
          3, 7'd35: next_state = MEM_ADDR;
          99: next_state = BRANCH;
          111, 103: next_state = JUMP;
          default: ;
        endcase
      end
      MEM_ADDR: begin
        case (opcode)
          3:  next_state = MEM_READ;
          7'd35: next_state = MEM_WRITE;
          default:   ;
        endcase
      end
      EXEC_R, EXEC_I, EXEC_LUI, JUMP: next_state = ALU_WB;
      MEM_READ: next_state = MEM_WB;
      MEM_WRITE: next_state = STORE_COOLDOWN;
      MEM_WB, STORE_COOLDOWN, ALU_WB, BRANCH: next_state = FETCH;
      default: ;
    endcase
  end
  always_comb begin
    pc_update_n = 0;
    branch_n = 0;
    inst_en_n = 0;
    reg_wren_n = 0;
    mem_wren_n = 0;
    mem_addr_sel_n = ADDR_PC;
    mem_funct3_sel_n = FETCH_INST;
    alu_src1_sel_n = RS1V;
    alu_src2_sel_n = RS2V;
    alu_op_n = ADD_OP;
    result_sel_n = ZERO;
    case (next_state)
      FETCH: begin
        mem_addr_sel_n = ADDR_PC;
        inst_en_n = 1;
        alu_src1_sel_n = PC;
        alu_src2_sel_n = PC_INC;
        alu_op_n = ADD_OP;
        result_sel_n = ALU_RESULT;
        pc_update_n = 1;
      end
      DECODE: begin
        if (opcode == 103) alu_src1_sel_n = RS1V;
        else alu_src1_sel_n = PC_OLD;
        alu_src2_sel_n = IMM;
        alu_op_n = ADD_OP;
      end
      MEM_ADDR: begin
        alu_src1_sel_n = RS1V;
        alu_src2_sel_n = IMM;
        alu_op_n = ADD_OP;
      end
      EXEC_R: begin
        alu_src1_sel_n = RS1V;
        alu_src2_sel_n = RS2V;
        alu_op_n = FUNCT_DEFINED;
      end
      EXEC_I: begin
        alu_src1_sel_n = RS1V;
        alu_src2_sel_n = IMM;
        alu_op_n = FUNCT_DEFINED;
      end
      EXEC_LUI: begin
        alu_src2_sel_n = IMM;
        alu_op_n = SRC2_OP;
      end
      MEM_READ: begin
        result_sel_n = ALU_CLOCKED;
        mem_addr_sel_n = ADDR_RESULT;
        mem_funct3_sel_n = MEM_FUNCT_DEFINED;
      end
      MEM_WRITE: begin
        result_sel_n = ALU_CLOCKED;
        mem_addr_sel_n = ADDR_RESULT;
        mem_funct3_sel_n = MEM_FUNCT_DEFINED;
        mem_wren_n = 1;
      end
      STORE_COOLDOWN: ;
      MEM_WB: begin
        result_sel_n = MEM_RD;
        reg_wren_n   = 1;
      end
      ALU_WB: begin
        result_sel_n = ALU_CLOCKED;
        reg_wren_n   = 1;
      end
      BRANCH: begin
        alu_src1_sel_n = RS1V;
        alu_src2_sel_n = RS2V;
        if (funct3[1] == 1) alu_op_n = SLTU_OP;
        else alu_op_n = SLT_OP;
        branch_n = 1;
        result_sel_n = ALU_CLOCKED;
      end
      JUMP: begin
        alu_src1_sel_n = PC_OLD;
        alu_src2_sel_n = PC_INC;
        alu_op_n = ADD_OP;
        result_sel_n = ALU_CLOCKED;
        pc_update_n = 1;
      end
      default: ;
    endcase
  end
  always_ff @(posedge clk or negedge reset) begin
    if (!reset) begin
      branch <= 0;
      pc_update <= 0;
      inst_en <= 0;
      reg_wren <= 0;
      mem_wren <= 0;
      mem_addr_sel <= ADDR_PC;
      mem_funct3_sel <= FETCH_INST;
      alu_src1_sel <= RS1V;
      alu_src2_sel <= RS2V;
      result_sel <= ZERO;
      alu_op <= ADD_OP;
    end else begin
      branch <= branch_n;
      pc_update <= pc_update_n;
      inst_en <= inst_en_n;
      reg_wren <= reg_wren_n;
      mem_wren <= mem_wren_n;
      mem_addr_sel <= mem_addr_sel_n;
      mem_funct3_sel <= mem_funct3_sel_n;
      alu_src1_sel <= alu_src1_sel_n;
      alu_src2_sel <= alu_src2_sel_n;
      result_sel <= result_sel_n;
      alu_op <= alu_op_n;
    end
  end
endmodule
==> run.sh <==
#!/bin/bash
# OpenROAD 26Q1-2900-gdf79404cd8, Yosys 0.63+post, stock flow scripts
make -C /OpenROAD-flow-scripts/flow DESIGN_CONFIG=/design/flow/config.mk WORK_HOME=/design/flow/orfs finish
==> config.mk <==
export PLATFORM = sky130hd
export DESIGN_NAME = control
export DESIGN_NICKNAME = control
export VERILOG_FILES = /design/flow/design.v
export SDC_FILE = /design/flow/constraint.sdc
export NUM_CORES = 4
export LEC_CHECK = 1
export CORE_AREA = 10 10 70 70
export DIE_AREA = 0 0 80 80
==> constraint.sdc <==
current_design control

set clk_period 1.2
set clk_io_pct 0.2

create_clock -name clk0 -period $clk_period [get_ports {clk}]

set non_clock_inputs [all_inputs -no_clocks]
set_input_delay [expr $clk_period * $clk_io_pct] -clock clk0 $non_clock_inputs
set_output_delay [expr $clk_period * $clk_io_pct] -clock clk0 [all_outputs]
==> flow_metrics.tcl <==
# flow metrics
set metrics [dict create \
    syn2layout_area_growth_pct 87.9 \
    wire_per_inst_um 8.68 \
    rsz0062_at_grt "true" \
    fillers 392 \
    final.period_utilization_pct 116 \
    initCoreUtil_pct 6.96 \
    yosys-top-cells-count "buf_4 (14), nand2_1 (3), conb_1 (2), nand3b_1 (2)" \
    outcome "complete, but fails checks" \
    drc 0 \
    synthMostInstantiatedCell "buf_4" \
    placed_area_um2 414 \
    grtUsageTotal_pct 2.41 \
    stdcell_count 96 \
    place_inst 90 \
    place.port_buffers 16 \
    firstDrtPassIters 4 \
    p_leak_nw 0.202 \
    edf_count 0 \
    cp_num_buf_inv 2 \
    slew_violations 0 \
    path_cells "buf_6 > or3b_1 > a2111oi_2 > buf_2" \
    vias 235 \
    syn_area_um2 238 \
    yosys_warnings 68 \
    power.density_nw_per_um2 692 \
    cts_hold_buf 0 \
    fmax_ghz 0.715 \
    violations "negative setup slack" \
    dr.first_iter.drc_count 4 \
    ios 55 \
    setup_viol 2 \
    drt-vias-per-instance 2.45 \
    dieWidth_um 80 \
    clk_pin_slew_ns 0.03 \
    critPathCaptureType "primary output" \
    log.warning_count 54 \
    grt_pass1_wl_mm 1.23 \
    rows 21 \
    ys_seq_share_pct 21.6 \
    topCellsByArea "buf_4 (44%), dfstp_2 (11%), dfrtp_1 (11%), a2111oi_2 (6.3%), nand3b_1 (6.3%)" \
    gp_congestion 0.793 \
    ff_type "dfstp_2" \
    peakVddDrop_uv 236 \
    setup_ws_ns -0.198 \
    finalPower_mw 0.309 \
    preCtsSetupSlack_ns -1.01 \
    hold_viol_final 0 \
    crit_family "simple AND/OR/NAND/NOR gates" \
    grt_max_degree 5 \
    final_design_area_no_fill_um2 447 \
    crit_path_top_delay_cell "or3b_1" \
    synth_area_leader_cell "buf_4" \
    cts_buffers 3 \
    grt_pass1_vias 257 \
    yosysUniqueCellTypes 11 \
    critical_path_peak_fanout 2 \
    hp-class "input pin to asynchronous set/reset pin" \
    postRouteAntennaNets 0 \
    path_class "input pin to primary output" \
    setup-tns-final_ns -0.306 \
    overflow 0 \
    antenna_found_initial 0 \
    cp.arrival_ns 1.16 \
    antenna_cells 0 \
    synthCells 28 \
    chip_area_um2 6400 \
    clockBufferDepth 2 \
    synthArstFlopShare_pct 100 \
    synth_flops 2 \
    holdWs_ns 0.174 \
    cp.required_ns 0.96 \
    avgSynthCellArea_um2 8.49 \
    coreArea_um2 3420 \
    fp.dieH_um 80 \
    drive_gt1_share_pct 40.0 \
    max_stage_delay_ns 0.38 \
    yosys-stat-cells 28 \
    finalCriticalPeriod_ns 1.40 \
    start_kind "input pin" \
    clkSinkCount 2 \
    cts.htree.levels 1 \
    cap_viol_max_count 0 \
    dpl.hpwl_um 695 \
    root_buffer "clkbuf_4" \
    fin_util_pct 13.1 \
    drt-total-wl_um 833 \
    cts_tree "done" \
    netlist.area_leader.share_pct 44.2 \
    yosys-stat-area_um2 238 \
]
-- flip-flops by register name, summed over array words and instances (netlist names) --
name             flops
f0.result_sel        1
f0.alu_src2_sel      1
-- kinds of logic after synthesis --
family | after synthesis | share of synthesized area, %
DFF | 2 | 21.6
other | 2 | 3.16
buffers and inverters | 14 | 44.2
AOI/OAI and AO/OA | 2 | 9.47
and+or+nand+nor | 8 | 21.6
-- layer usage --
layer	routed length, um	global-route usage (%)
met3	68	1.25
met4	15	1.06
met2	435	4.01
met5	0	0
met1	314	2.45
-- cells in the final DEF, fill, tap and decap left out, types with 2 or more instances in the layout --
cell type        count
buf_2                3
buf_4                3
buf_6                4
clkbuf_2             2
clkbuf_4             3
clkdlybuf4s15_1      3
conb_1              13
dlygate4sd2_1        5
nand2_1              2
nand3b_1             2
-- where the power goes --
group,switching [mW],total [mW],leakage (nW),internal (mW)
Sequential,0.00171,0.0745,0.0222,0.0728
Clock,0.0398,0.163,0.0150,0.124
Combinational,0.0260,0.0711,0.165,0.0451
-- cell type report --
type                    instances  area [um^2]  share of cell area [%]
multi-input cells              23          135                    30.3
repair buffers                 21          176                    39.5
flip-flops and latches          2         51.3                    11.5
clock buffers                   4         26.3                    5.88
well taps                      46         57.6                    12.9
-- worst max path at each step --
stage,start,endpoint,slack (ns),cells after the start
4_1_cts,inst[2],imm_ctrl[0],-0.20,4
5_1_grt,inst[2],imm_ctrl[0],-0.26,4
6_report,inst[2],imm_ctrl[0],-0.20,4
-- repair_timing --
item / 4_1_cts / 5_1_grt
endpoints found under the setup margin: 8 / 5
pin swaps: 6 / 3
buffers inserted: 0 / 2
resized: 39 / 4
Power is estimated from default activity; no workload was simulated.
